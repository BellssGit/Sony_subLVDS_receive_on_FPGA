File: flow/run.sh
#!/bin/bash
# OpenROAD 26Q1-2900-gdf79404cd8, Yosys 0.63+post, stock flow scripts
make -C /OpenROAD-flow-scripts/flow DESIGN_CONFIG=/design/flow/config.mk WORK_HOME=/design/flow/orfs finish
File: flow/config.mk
export PLATFORM = sky130hd
export DESIGN_NAME = tft_ctrl
export DESIGN_NICKNAME = tft_ctrl
export VERILOG_FILES = /design/flow/design.v
export SDC_FILE = /design/flow/constraint.sdc
export NUM_CORES = 4
export LEC_CHECK = 1
export CORE_AREA = 10 10 100 100
export DIE_AREA = 0 0 110 110
File: flow/constraint.sdc
current_design tft_ctrl

set clk_period 4.4
set clk_io_pct 0.2

create_clock -name clk0 -period $clk_period [get_ports {tft_clk_9m}]

set non_clock_inputs [all_inputs -no_clocks]
set_input_delay [expr $clk_period * $clk_io_pct] -clock clk0 $non_clock_inputs
set_output_delay [expr $clk_period * $clk_io_pct] -clock clk0 [all_outputs]
File: flow/design.v
module tft_ctrl
(
input wire tft_clk_9m ,  
input wire sys_rst_n ,  
input wire [23:0] pix_data ,  
output wire [23:0] rgb_tft ,  
output wire hsync ,  
output wire vsync ,  
output wire tft_clk ,  
output wire tft_de ,  
output wire tft_bl  
);
parameter H_SYNC = 10'd41 ,  
H_BACK = 10'd2 ,  
H_VALID = 10'd480 ,  
H_FRONT = 10'd2 ,  
H_TOTAL = 10'd525 ;  
parameter V_SYNC = 10'd10 ,  
V_BACK = 10'd2 ,  
V_VALID = 10'd272 ,  
V_FRONT = 10'd2 ,  
V_TOTAL = 10'd286 ;  
wire rgb_valid ;  
wire pix_data_req ;  
reg [9:0] cnt_h ;  
reg [9:0] cnt_v ;  
assign tft_clk = tft_clk_9m ;
assign tft_de = rgb_valid ;
assign tft_bl = sys_rst_n ;
always@(posedge tft_clk_9m or negedge sys_rst_n)
	if(sys_rst_n == 1'b0)
		cnt_h <= 10'd0 ;
	else if(cnt_h == H_TOTAL - 1'd1)
		cnt_h <= 10'd0 ;
	else
		cnt_h <= cnt_h + 1'd1 ;
assign hsync = (cnt_h <= H_SYNC - 1'd1) ? 1'b1 : 1'b0 ;
always@(posedge tft_clk_9m or negedge sys_rst_n)
	if(sys_rst_n == 1'b0)
		cnt_v <= 10'd0 ;
	else if((cnt_v == V_TOTAL - 1'd1) && (cnt_h == H_TOTAL-1'd1))
		cnt_v <= 10'd0 ;
	else if(cnt_h == H_TOTAL - 1'd1)
		cnt_v <= cnt_v + 1'd1 ;
	else
		cnt_v <= cnt_v ;
assign vsync = (cnt_v <= V_SYNC - 1'd1) ? 1'b1 : 1'b0 ;
assign rgb_valid = (((cnt_h >= H_SYNC + H_BACK)
&& (cnt_h < H_SYNC + H_BACK + H_VALID))
&&((cnt_v >= V_SYNC + V_BACK)
&& (cnt_v < V_SYNC + V_BACK + V_VALID)))
? 1'b1 : 1'b0;
assign pix_data_req = (((cnt_h >= H_SYNC + H_BACK - 1'b1)
&& (cnt_h < H_SYNC + H_BACK + H_VALID - 1'b1))
&&((cnt_v >= V_SYNC + V_BACK)
&& (cnt_v < V_SYNC + V_BACK + V_VALID)))
? 1'b1 : 1'b0;
assign rgb_tft = (rgb_valid == 1'b1) ? pix_data : 24'b0 ;
endmodule
==> impl_metrics.tcl <==
# place-and-route summary
set metrics [dict create \
    cts_tree "built" \
    edf_count 0 \
    start_kind "flop" \
    fmax_ghz 0.259 \
    rows 32 \
    worstPathRequired_ps 3520 \
    period_used_share 0.877 \
    drv_cap 0 \
    slowest_delay_ps 740 \
    p_per_area_nw_per_um2 208 \
    place_hpwl_mm 2.92 \
    drc 0 \
    grt_pass1_wl_mm 5.58 \
    drt_first_pass_iters 4 \
    post_cts_buffers 0 \
    syn_avg_cell_area_um2 9.29 \
    hold_path.class "flop to flop" \
    power_frac_seq 0.424 \
    synthTopCellsByArea "dfrtp_1 36%, and2_2 7.5%, and2_1 4.9%" \
    cp_cell_sequence "or3_4, o32a_1, nor4_4, and2_2, clkdlybuf4s50_1" \
    grt_usage 0.0577 \
    yosysChipArea_um2 1390 \
    fp-utilization 0.179 \
    arrival_ps 2980 \
    syn2layout_area_growth_pct 49.4 \
    finalSetupViolations 0 \
    crit_type "flop to output port" \
    ios 55 \
    clk_pin_slew_ps 70 \
    post-synth-top-area-fraction 0.359 \
    logic_area_um2 783 \
    ys_seq_frac 0.359 \
    final_hold_viol_count 0 \
    clock_latency_ps 360 \
    die_y_um 110 \
    dp.cells 296 \
    power.share.clock 0.515 \
    dp_slack_ps 898 \
    ir_drop_uv 151 \
    fin_crit_ps 3860 \
    top_area_cell "dfrtp_1" \
    syn_inst 150 \
    fin_cells 303 \
    nFillCells 822 \
    leakage_uw 0.000855 \
    antenna_found_initial 0 \
    ys_seq_elements 20 \
    yosys_cells 150 \
    netSwitchingFraction 0.178 \
    crit_buf_inv 1 \
    slowest_stage "nor4_4" \
    synth-async-reset-ratio 1.00 \
    num_antenna_cells 0 \
    tns_ps 0 \
    grt_max_degree 26 \
    flop_cell "dfrtp_1" \
    dieArea_um2 12100 \
    cts_hold_buf 0 \
    port_buffers 54 \
    die_w_um 110 \
    flop_area_um2 500 \
    intPower_uw 356 \
    yosys_warnings 1 \
    p_sw_uw 77.0 \
    worst_pin_slew_ps 789 \
    rsz0062_at_grt "false" \
    post_dp_cell_area_um2 1990 \
    ys_types 43 \
    wl_per_cell_um 12.2 \
    via_count 1225 \
    worstPathMaxFanout 25 \
    drt_wl_total_mm 3.69 \
    place.gp.congestion 0.806 \
    comb_power_share 0.061 \
    cts_resized 0 \
    fin_skew_ps 1.92 \
    outcome "finished, final reports clean" \
    viasPerCell 4.04 \
    fin_area_um2 2080 \
    core_area_um2 7810 \
    warnings 29 \
    slew_headroom 0.470 \
    slew_viol_final 0 \
    netlist_area_um2 1390 \
    worst_slack_ps 542 \
    reg2reg_slack_ps 2300 \
    drtIter0Drc 83 \
    critPathTopFamily "simple AND/OR/NAND/NOR gates" \
    cp-end-kind "output port" \
    gr-total-overflow 0 \
    ant_nets 0 \
    grt_pass1_vias 1091 \
    drive_above_1_share 0.154 \
]
## worst paths after layout
check | start | to | cells past startpoint
max in group asynchronous | sys_rst_n | cnt_v[9]$_DFFE_PN0P_ | 2
worst max-delay path | cnt_v[6]$_DFFE_PN0P_ | rgb_tft[14] | 5
min in group asynchronous | sys_rst_n | cnt_v[8]$_DFFE_PN0P_ | 2
worst min register to register | cnt_h[0]$_DFF_PN0_ | cnt_h[0]$_DFF_PN0_ | 1
worst max register to register | cnt_h[0]$_DFF_PN0_ | cnt_v[9]$_DFFE_PN0P_ | 6
worst min-delay path | cnt_h[0]$_DFF_PN0_ | cnt_h[0]$_DFF_PN0_ | 1
## synth_stat cells, types with 4 or more instances
master	instances
clkbuf_1	5
nand3_1	6
nand2_1	7
and2_2	14
inv_1	7
and2_1	11
dfrtp_1	20
nor3_1	7
ha_1	5
xnor2_1	6
xor2_1	4
nor2_1	12
## placed cells by master, fill, tap and decap left out, types with 2 or more instances in the layout
master and count:
nor4_1 3, dfrtp_1 20, xnor2_1 6, and4_1 2, nor3_1 7, o21ai_0 3, nand2_1 7, clkdlybuf4s50_1 54
clkbuf_8 7, and2_2 14, nor2_1 12, nand4_1 3, inv_1 7, a21o_1 2, o21a_1 2, and2_1 11
mux2_2 3, ha_1 5, xor2_1 4, nand3_1 6, or3_1 2
## per-stage QoR
| step | power (uW) | util | hold slack [ps] |
|---|---|---|---|
| after floorplan | 199 | - | 468 |
| after global placement | 230 | 0.254 | 494 |
| after detailed placement | 229 | 0.254 | 494 |
| after CTS | 444 | 0.267 | 512 |
| after global routing | 463 | 0.267 | 544 |
| final | 433 | 0.267 | 511 |
## per-layer routing
metal / global-route usage / wire length (um) / vias to the layer above
met5: 0 / 0 / -
met4: 0.00929 / 40 / 0
met3: 0.0288 / 563 / 3
met2: 0.0796 / 1310 / 58
met1: 0.0806 / 1780 / 550
li1: - / - / 614
## final cells by class
type,count,share of cell area
clock buffers,8,0.0511
well taps,102,0.0613
multi-input cells,112,0.376
repair buffers,54,0.258
flip-flops and latches,20,0.240
inverters,7,0.0126
## cell families after synthesis
| logic type | count (synthesis) | share of synthesized area |
|---|---|---|
| mux | 3 | 0.0242 |
| buf+inv | 18 | 0.0790 |
| compound gates | 16 | 0.0844 |
| flops | 20 | 0.359 |
| fa+ha+maj | 5 | 0.0449 |
| simple gates | 78 | 0.346 |
| xor+xnor | 10 | 0.0628 |
## flip-flops by register name (all words and copies together), names as in the netlist
name   cells
cnt_h     10
cnt_v     10
## power by group through the flow
stage | Combinational, uW | Clock, uW | Sequential, uW
CTS | 27.5 | 233 | 184
global route | 29.0 | 250 | 184
finish | 26.6 | 223 | 184
Power figures rest on the tool's default switching activity, not on a simulated workload.
