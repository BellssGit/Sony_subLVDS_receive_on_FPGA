### flow/design.v
module watch_dog (
    input clk,
    input rst_cnt,
    output rstn
);
reg [15:0] cnt = 0;  
always @(posedge clk ) begin
    if (rst_cnt || cnt > 1050) begin
        cnt <= 0;
    end
    else begin
        cnt <= cnt + 1;
    end
end
assign rstn = (cnt > 1000) ? 0:1;
endmodule
### flow/run.sh
#!/bin/bash
# OpenROAD 26Q1-2900-gdf79404cd8, Yosys 0.63+post, stock flow scripts
make -C /OpenROAD-flow-scripts/flow DESIGN_CONFIG=/design/flow/config.mk WORK_HOME=/design/flow/orfs finish
### flow/config.mk
export PLATFORM = sky130hd
export DESIGN_NAME = watch_dog
export DESIGN_NICKNAME = watch_dog
export VERILOG_FILES = /design/flow/design.v
export SDC_FILE = /design/flow/constraint.sdc
export NUM_CORES = 4
export LEC_CHECK = 1
export CORE_AREA = 10 10 85 85
export DIE_AREA = 0 0 95 95
### flow/constraint.sdc
current_design watch_dog

set clk_period 2.4
set clk_io_pct 0.2

create_clock -name clk0 -period $clk_period [get_ports {clk}]

set non_clock_inputs [all_inputs -no_clocks]
set_input_delay [expr $clk_period * $clk_io_pct] -clock clk0 $non_clock_inputs
set_output_delay [expr $clk_period * $clk_io_pct] -clock clk0 [all_outputs]
==> flow_summary.ini <==
; generated from flow reports
[timing]
max-slew-margin-rel = 0.629
period_minus_slack_ps = 1930
setup_ws_ps = 471
slew_violations = 0
fin_crit_sh = 0.804
fmax_mhz = 518
setup_viol = 0
fin_tns_setup_ps = 0
clock_skew_ps = 6.10
hold_viol_final = 0
tightest_slew_ps = 556
rsz0062_at_grt = no

[die]
rows = 27
floorplan.die_area_mm2 = 0.00903
initCoreUtil = 0.126
core_area_mm2 = 0.00547
io_pins = 3
die-width_um = 95
die_h_um = 95

[cts]
insertion_delay_ps = 250
cts_root_buffer = clkbuf_8
cts_tree = yes
cts_buffers = 3
hold_buffers = 0
cts_max_path_buffers = 2
clkSinkCount = 16
path_clk_slew_ps = 70
cts.htree.levels = 1

[route]
drcViolationCount = 0
vias_per_cell = 3.16
wire_per_inst_um = 7.53
first_pass_iters = 3
drtIter0Drc = 25
final_antenna_net_count = 0
finalWirelength_um = 1120
n_antenna_cell = 0
vias = 471

[setup_path]
start_kind = flop
crit_start = cnt[2]$_SDFF_PP0_
slowest_delay_ps = 360
path_cells = or3_1 -> a21oi_1 -> nor3b_1 -> nor4_1 -> dlymetal6s2s_1
arrival_ps = 1450
criticalPathCategory = flop to primary output
worstPathMaxFanout = 6
r2r-start = cnt[13]$_SDFF_PP0_
worst_setup_path_end_kind = primary output
worstPathRequired_ps = 1920
cpMaxStageDelayCell = or3_1

[flow_run]
warning_count = 26
drv_cap = 0

[finish]
drive_gt1_frac = 0.221
area_growth_pct = 26.7
largest_register = cnt
final_layout_top_logic_cells = dfxtp_1 (15), nor3_2 (10), xnor2_1 (8)
n_fill_cell = 621
utilization = 0.159
final_common_cell = dfxtp_1
biggestRegsByFlops = cnt (16)
largest_reg_flops = 16

[grt]
grt_pass1_vias = 454
grt_max_degree = 12
grt_pass1_wl_um = 1990
grtUsageTotal = 0.0270
grt_overflow_total = 0
antenna_found_initial = 0

[place]
dp_slack_ps = 268
port_buffers = 2
hpwl_um = 843
gp_congestion = 0.793

[worst_hold_path]
hp-class = flop to flop
hold_start = cnt[0]$_SDFF_PP0_

[yosys]
ys_types = 21
yosys_area_um2 = 688
yosysCellCount = 67
ys_seq_elements = 16
synth_area_um2 = 688
ys_seq_share = 0.465
avgSynthCellArea_um2 = 10.3
ys_warn_count = 1
syn_inst = 67

[power]
p_per_area_mw_per_mm2 = 589
irDropWorstVdd_mv = 0.149
p_leak_nw = 0.276
p_total_mw = 0.514

[status]
outcome = completed
==> where the power goes <==
| part | switching (mW) | total (mW) | internal (mW) |
|---|---|---|---|
| clock network | 0.0923 | 0.238 | 0.145 |
| logic | 0.00203 | 0.00440 | 0.00238 |
| registers | 0.00115 | 0.271 | 0.270 |
==> cells by family (layout without fill, tap and decap cells) <==
logic type               count (synthesis)  count (layout)  synth area share
AND/OR/NAND/NOR                         32              32             0.318
other                                    1               5           0.00545
adder cells (fa/ha/maj)                  2               2            0.0364
flip-flops                              16              16             0.465
AND-OR/OR-AND                            3               3            0.0273
XOR/XNOR                                 9               9             0.115
buffers and inverters                    4              10            0.0327
==> critical path: cells and delay by family (launching register included) <==
family          cells  cell delay, ps
flops               1             350
simple gates        3             570
buf+inv             1             130
compound gates      1             150
==> worst paths after layout <==
| check | endpoint | slack (ps) | depth (start not counted) |
|---|---|---|---|
| worst max-delay path | rstn | 470 | 5 |
| worst min-delay path | cnt[0]$_SDFF_PP0_ | 520 | 1 |
| worst max register to register | cnt[2]$_SDFF_PP0_ | 690 | 3 |
| worst min register to register | cnt[0]$_SDFF_PP0_ | 520 | 1 |
==> timing repair <==
action,4_1_cts,5_1_grt
gates cloned,0,0
setup buffers,0,0
pin swaps,0,1
endpoints found under the setup margin,1,1
gates resized,1,1
==> cell usage after synthesis <==
cell | count | area [µm²]
nand4_1 | 2 | 12.5
nand2_1 | 3 | 11.3
and3_1 | 1 | 6.26
nor3_2 | 10 | 100
or3_1 | 2 | 12.5
o31a_1 | 1 | 8.76
xor2_1 | 1 | 8.76
nor2_1 | 3 | 11.3
ha_1 | 2 | 25.0
inv_1 | 2 | 7.51
dfxtp_1 | 16 | 320
nand2b_1 | 1 | 6.26
nor4_1 | 1 | 6.26
a21oi_1 | 2 | 10.0
nor3b_1 | 1 | 7.51
or4_1 | 2 | 15.0
conb_1 | 1 | 3.75
nand3_1 | 2 | 10.0
nor3_1 | 4 | 20.0
buf_4 | 2 | 15.0
xnor2_1 | 8 | 70.1
==> per-stage QoR <==
step	cells	hold WS (ps)	cell area [µm²]
2_1_floorplan	71	473	703
3_3_place_gp	145	507	813
3_5_place_dp	145	510	813
4_1_cts	149	524	870
5_1_grt	149	544	872
6_report	149	523	872
==> layout make-up <==
type	instances	area [µm²]	share of cell area
Multi-Input combinational cell	51	360	0.413
Inverter	2	7.51	0.00861
Sequential cell	16	322	0.369
Tap cell	72	90.1	0.103
Timing Repair Buffer	4	37.5	0.0430
Clock buffer	4	55.1	0.0631
==> routing by layer <==
metal / routed length, µm / vias up / global-route usage / share of wire
met4: 54 / 0 / 0.0112 / 0.048
met3: 43 / 2 / 0.0112 / 0.038
li1: - / 248 / - / -
met1: 518 / 216 / 0.0300 / 0.46
met2: 506 / 5 / 0.0446 / 0.45
met5: 0 / - / 0 / 0
Power is estimated from default activity; no workload was simulated.
